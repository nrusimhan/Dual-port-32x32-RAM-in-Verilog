===== config.mk =====
export PLATFORM = sky130hd
export DESIGN_NAME = ram32
export DESIGN_NICKNAME = ram32
export VERILOG_FILES = /design/flow/design.v
export SDC_FILE = /design/flow/constraint.sdc
export NUM_CORES = 4
export LEC_CHECK = 1
export CORE_UTILIZATION = 40

===== run.sh =====
#!/bin/bash
# OpenROAD 26Q1-2900-gdf79404cd8, Yosys 0.63+post, stock flow scripts
make -C /OpenROAD-flow-scripts/flow DESIGN_CONFIG=/design/flow/config.mk WORK_HOME=/design/flow/orfs finish

===== constraint.sdc =====
current_design ram32

set clk_period 3.3
set clk_io_pct 0.2

create_clock -name clk0 -period $clk_period [get_ports {clk}]

set non_clock_inputs [all_inputs -no_clocks]
set_input_delay [expr $clk_period * $clk_io_pct] -clock clk0 $non_clock_inputs
set_output_delay [expr $clk_period * $clk_io_pct] -clock clk0 [all_outputs]

===== design.v =====
module ram32(
    input clk,
    input rst,                      
    input [4:0] addr_a, addr_b,
    input [31:0] data_in_a, data_in_b,
    input we_a, we_b,               
    input re_a, re_b,               
    output reg [31:0] data_out_a, data_out_b
);
    reg [31:0] mem [0:31];
    always @(posedge clk or posedge rst) begin
        if (rst) begin
            data_out_a <= 32'd0;
            data_out_b <= 32'd0;
        end 
        else begin
            if (we_a)
                mem[addr_a] <= data_in_a;         
            else if (re_a)
                data_out_a <= mem[addr_a];        
            if(!re_a)
                data_out_a <= 32'b0;              
            if (we_b)
                mem[addr_b] <= data_in_b;         
            else if (re_b)
                data_out_b <= mem[addr_b];        
            if(!re_b)
                data_out_b <= 32'b0;
        end
    end
endmodule

==> impl_metrics.json <==
{
  "fin_worst_skew_ps": 36.9,
  "grt.busiest_layer": "met2",
  "warnings": 46,
  "hold_violations": 0,
  "ioPinCount": 144,
  "reg2reg_depth": 7,
  "crit_start": "addr_b[3]",
  "vias": 71292,
  "post_cts_buffers": 0,
  "drv_cap": 0,
  "fmaxAchievable_mhz": 321,
  "clkSlewWorstSetupHoldPaths_ps": 60,
  "fp.dieW_um": 417,
  "relSlewSlack": 0.0453,
  "cts.sinks": 1088,
  "htreeDepth": 4,
  "gr-usage-met1": 0.686,
  "numPortBuffers": 143,
  "initial_core_util": 0.405,
  "fin_area_sq_um": 83500,
  "cp_max_fo": 24,
  "track_usage": 0.587,
  "period_needed_ps": 3110,
  "grt_remaining_overflow": 0,
  "drt_iter0_drc": 9707,
  "postCtsResizedCells": 0,
  "area_growth_pct": 21.2,
  "edf_count": 1024,
  "grt_first_pass_wirelength_um": 634000,
  "timing.final.crit_share": 0.943,
  "rows": 151,
  "fill_cells": 15216,
  "rsz0062_at_grt": "false",
  "yosys-stat-area_sq_um": 68900,
  "globalplace.congestion": 1.11,
  "drt-total-wl_um": 490000,
  "hpwl_um": 320000,
  "hold_path_class": "input port to asynchronous set/reset pin",
  "common_cells": "mux2i_1 (1,065), edfxtp_1 (1,024), nand2_1 (725)",
  "cellPowerDensity_nw_per_um2": 458,
  "clk_latency_ps": 840,
  "ys_cells": 7032,
  "cp-endpoint": "data_out_b[16]",
  "setup_viol": 0,
  "yosysSeqAreaShare": 0.469,
  "met3_usage": 0.436,
  "top_area_frac": 0.446,
  "status": "complete, no violations",
  "synth_top_cell_by_area": "edfxtp_1",
  "drt_first_pass_iters": 9,
  "p_leak_nw": 34.6,
  "synth_area_sq_um": 68900,
  "synthTopCellsByArea": "edfxtp_1 (45%), mux2i_1 (15%), a22oi_1 (7.4%)",
  "timing.hold.ws_ps": 416,
  "dpl-instance-area_sq_um": 78800,
  "rr_endpoint": "data_out_b[16]",
  "syn_area_per_cell_sq_um": 9.80,
  "crit_path_start_kind": "input port",
  "worstMarginPinSlew_ps": 1400,
  "synthArstFlopShare": 0.0588,
  "yosysWarnings": 2,
  "wl_per_cell_um": 50.3,
  "most_common_cell": "mux2i_1",
  "rrSetupSlack_ps": 510,
  "drive_gt1_frac": 0.147,
  "drc": 0,
  "critical_path_arrival_ps": 3810,
  "peakVddDrop_mv": 0.600,
  "clock_path_buffers": 3,
  "hold_buffers": 0,
  "r2r_start": "mem[16][16]",
  "die_area_sq_um": 174000,
  "grt_max_degree": 123,
  "antenna_found_initial": 65,
  "core-area_sq_um": 170000,
  "synth_flops": 1088,
  "end_kind": "register",
  "cp.required_ps": 4000,
  "gr-usage-met2": 0.728,
  "critical_path_class": "input port to register",
  "drt.antenna.violating_nets": 0,
  "vias_per_cell": 7.32,
  "synth_cell_types": 77,
  "slew_violations": 0,
  "cts_tree": "done",
  "root_buffer": "clkbuf_16",
  "flop_cell": "edfxtp_1",
  "cts_inserted_buffers": 138,
  "grt_pass1_vias": 66523,
  "die_h_um": 417,
  "syn_inst": 7032
}
[report_power, final]
part           switching (mW)  leakage (nW)  internal [mW]  total [mW]
clock network            6.59          2.19           9.14        15.7
logic                    3.40          21.5           1.71        5.11
registers                1.18          10.9           16.3        17.5
[logic make-up after synthesis]
| family | synth area share |
|---|---|
| AND-OR/OR-AND | 0.189 |
| buffers and inverters | 0.0494 |
| flip-flops | 0.469 |
| multiplexers | 0.156 |
| AND/OR/NAND/NOR | 0.136 |
[cell usage in the layout (no fill, tap or decap), types with 95 or more instances in the layout]
| master | instances |
|---|---|
| a22oi_1 | 675 |
| o21ai_0 | 605 |
| mux2i_1 | 1065 |
| and3_1 | 195 |
| nor2_1 | 518 |
| a21oi_1 | 532 |
| edfxtp_1 | 1024 |
| buf_4 | 472 |
| clkdlybuf4s50_1 | 131 |
| nand4_1 | 145 |
| buf_12 | 225 |
| clkbuf_16 | 146 |
| nand3_1 | 95 |
| nand2_1 | 699 |
[worst max-delay path, cell delays in order]
cell and delay (ps):
buf_2 180, buf_12 250, or3b_1 170, buf_4 190, nor2_4 70, buf_12 200, a2111oi_0 1220, buf_4 280
nand3_1 60, nor4_1 290, buf_4 160, o21ai_1 60
[registers in the layout, summed over array words and instances, names as in the netlist]
signal,flops
data_out_a,32
data_out_b,32
mem,1024
[worst min path at each step]
stage | endpoint | startpoint | cells past startpoint
CTS | data_out_a[6] | rst | 4
finish | data_out_a[6] | rst | 4
global route | data_out_a[6] | rst | 4
[through the flow]
stage          std cells   util  power (mW)  TNS [ps]  worst slack (ps)
6_report            9743  0.491        38.3         0               189
5_1_grt             9682  0.490        38.8         0               289
4_1_cts             9662  0.490        37.9         0               327
3_5_place_dp        9410  0.463        22.5     -4110              -502
3_3_place_gp        9410  0.463        22.4     -4430              -577
2_1_floorplan       7032      -        19.8         -            -14070
[metal layers]
layer  vias to the layer above  wire length, um  share of wire
met5                         -             1930         0.0039
met4                        80            47600          0.097
met3                      2352            91300           0.19
met2                      7270           189000           0.39
met1                     34263           160000           0.33
li1                      27327                -              -
[cell type report]
class | instances | area [sq um] | area share
antenna | 81 | 203 | 0.00243
clock buffer | 193 | 3920 | 0.0469
clock inverter | 59 | 613 | 0.00734
inverter | 13 | 52.6 | 0.000629
multi-input combinational | 5176 | 34100 | 0.408
sequential | 1088 | 32400 | 0.387
tap | 2295 | 2870 | 0.0344
timing repair buffer | 838 | 9410 | 0.113
Power and IR drop assume default switching activity.
